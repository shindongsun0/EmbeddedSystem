File: flow/run.sh
#!/bin/bash
# OpenROAD 26Q1-2900-gdf79404cd8, Yosys 0.63+post, stock flow scripts
make -C /OpenROAD-flow-scripts/flow DESIGN_CONFIG=/design/flow/config.mk WORK_HOME=/design/flow/orfs finish
File: flow/config.mk
export PLATFORM = sky130hd
export DESIGN_NAME = Sram_Result
export DESIGN_NICKNAME = Sram_Result
export VERILOG_FILES = /design/flow/design.v
export SDC_FILE = /design/flow/constraint.sdc
export NUM_CORES = 4
export LEC_CHECK = 1
export CORE_UTILIZATION = 30
File: flow/constraint.sdc
current_design Sram_Result

set clk_period 95.4
set clk_io_pct 0.2

create_clock -name clk0 -period $clk_period [get_ports {Clk}]

set non_clock_inputs [all_inputs -no_clocks]
set_input_delay [expr $clk_period * $clk_io_pct] -clock clk0 $non_clock_inputs
set_output_delay [expr $clk_period * $clk_io_pct] -clock clk0 [all_outputs]
File: flow/design.v
`timescale 1 ns/1 ns
module Sram_Result(Data_In, Data_Out, Addr, RW, En, Clk, Rst);
	input [6:0]Addr;
	input RW;
	input En;
	input Clk;
	input Rst;
	input [31:0]Data_In;
	output reg [31:0]Data_Out;
	reg [(32 - 1):0] Memory [0 : (2**7 - 1)];
	integer Index;
	always @(posedge Clk) begin
		if (Rst == 1) begin
			for(Index=0; Index < (2**7); Index = Index + 1)
				Memory[Index] <= 32'b0;
		end
		else if (En == 1'b1 && RW == 1'b1)  
			Memory[Addr] <= Data_In;
		else if (En == 1'b1 && RW == 1'b0)  
			Data_Out <= Memory[Addr];
	end
endmodule
==> run notes <==
Main metrics from the flow reports.

TritonCTS built the clock tree. Per the final timing report, the hold violations number 0. The synthesized netlist was found by Yosys to have 14200 cells. The post-synthesis instance total came out at 14200. Among logic cells in the layout, the one with the most instances is sky130_fd_sc_hd__edfxtp_1. The required time at the endpoint of the critical path is 96.14 ns. Of the synthesized area, sequential elements account for 0.658. The growth of design area from synthesis to finish came out at 12.9%. The number of antenna violations at the first check in global routing is 56.

The via count of the first global-routing pass is 121000. Per the synth stats, the proportion of register bits with asynchronous set or reset is 0. The flow ran to the end, but the final reports show violations. The flow reports an fmax of 41.0 MHz.

The average instance area after synthesis is 13.2 um2. The peak supply drop came out at 0.0170 mV. The terminus of the critical flop-to-flop path is Data_Out[23].

The time the final worst path needs with I/O delays and setup is 24.40 ns. The power density over the cells is 19.4 nW/um2. The timing report shows that the slowest cell on the worst path is sky130_fd_sc_hd__o2bb2ai_1. Summing internal, switching and leakage power gives 4.14 mW. The I/O pin total is 75. The timing report shows the most common cell along the critical path to be sky130_fd_sc_hd__buf_4. The maximum number of buffers from clock root to sink came out at 4. The last weighted congestion value of the routability-driven placer is 0.977.

The number of nets with antenna violations after detailed routing came out at 0. The worst-case reg-to-reg setup slack stands at 91.57 ns. STA puts the critical path data arrival time at 25.14 ns. The clock transition at the registers of the reported paths is 0.06 ns. Summed over all failing endpoints, the final setup total negative slack is 0 ns. After synthesis the netlist holds a flip-flop and latch count of 4128. The final-report max-slew violation count came out at 6. In this run the full chip footprint comes out at 631000 um2. The area of the synthesized netlist per yosys stat came out at 188000 um2. Buffers placed on the I/O ports in this run total 74.

The clock latency at the later pin of the worst-skew pair came out at 1.06 ns. The final clock period utilization by the worst path is 0.256. The number of hold buffers added after CTS was 0. From left edge to right edge, the die measures 794 um. The maximum fanout count along the critical path came out at 81. The vias per cell is 5.30. Post-synth the commonest register cell is sky130_fd_sc_hd__edfxtp_1. The number of buffers added by the clock tree synthesis step came out at 439. At the placement stage, the worst setup path has a slack of 70.31 ns.

Per the detail_route report, DRC violations left total 0. Per the cell usage report, the commonest logic cells after layout are 4128 x sky130_fd_sc_hd__edfxtp_1, 4096 x sky130_fd_sc_hd__and2_1, 649 x sky130_fd_sc_hd__buf_4. The critical path start-end classification is input port to register. The detailed-routed wire length on met3 is 123000 um. The post-synthesis cell area came out at 188000 um2. Checking hold timing, the worst path is listed with class register to register. The first global-routing pass estimated 956000 um of wire.

The worst min-delay path startpoint is Memory[17][26]. The worst slew margin relative to its limit came out at -0.0196. The script extracted a total leakage power of 72.8 nW. The count of cells along the worst register-to-register path came out at 7. Per the OpenROAD floorplan log, the area of the core is 624000 um2. The worst hold path passes through 4 cells. The worst setup path is captured at a register. The top layer reached by signal wires is met5. The count of warnings emitted by yosys came out at 1. Per the detail_route report, the via count comes to 120000.

The final reports fail on capacitance limit, slew limit. The number of search-and-repair iterations in the first detailed-routing pass came out at 8. The proportion of layout cells with a drive suffix above 1 is 0.141. Per the finish-stage timing summary, setup violations number 0.

The wire length per cell after detailed routing came out at 30.4 um. The number of distinct library cells after synthesis is 66. The die is 794 um tall. The post-route report lists met1 wire length as 223000 um. The leftover overflow at the end of global routing is 0.

In the global route stage, overall resource usage came out at 0.226. In the floorplan report the effective utilization is 0.302. The detailed-placement wirelength estimate is 416000 um. The largest net degree at the start of global routing came out at 88. The number of enable flip-flop cells came out at 4128. The max-cap violation count came out at 2. The report lists the number of standard-cell rows as 290. Setup repair after global routing left no endpoint under its margin. The total number of warnings across the stage logs came out at 27. After clock tree synthesis, the setup repair step added 0 buffers. The startpoint class of the critical path is an input port.

The count of instances resized after the clock tree is built came out at 0. The total number of clock tree sinks came out at 4128. For the pin with the worst max-slew slack, the measured transition is 1.53 ns.

The final routed wirelength across all metal layers came out at 687000 um. STA shows the worst min-delay path finishing at Data_Out[26]. The H-tree level count is 5. The tree is rooted in a sky130_fd_sc_hd__clkbuf_16. The routed length on met2 is 292000 um. The detailed router finished its first iteration with 9709 violations. The stage delay of the slowest cell on the critical path is 1.19 ns. The worst-case clock skew is 0.0708 ns. The launch point of the worst reg-to-reg path is Memory[3][23]. Listed in order, past its start point the critical path passes buf_8 -> buf_4 -> buf_4 -> buf_12 -> nor2_4 -> buf_4 -> buf_4 -> a221o_1 -> a221oi_1 -> buf_4 -> nor3_1 -> o2bb2ai_1 -> o21ai_0. Across all setup checks in the final design, the least slack found is 71.00 ns.
## flip-flops by register name (all words and copies together) (netlist names)
| register | cells |
|---|---|
| Memory | 4096 |
| Data_Out | 32 |
## area by class of cell
cell class / count / area [um2]
inverter: 8 / 50.0
clock buffer: 530 / 11500
sequential: 4128 / 124000
clock inverter: 279 / 2410
timing repair buffer: 733 / 5890
tap: 8322 / 10400
antenna: 61 / 153
fill: 58900 / 412000
multi-input combinational: 8546 / 58400
## how the worst max path moves through the flow
stage / start / to / slack [ns]
4_1_cts: Addr[1] / Data_Out[23] / 71.39
5_1_grt: Addr[1] / Data_Out[23] / 71.04
6_report: Addr[1] / Data_Out[23] / 71.00
## synthesized netlist by cell type (all sizes together) (13+ instances only)
cell / n / area share
edfxtp: 4128 / 0.66
and2: 4099 / 0.14
clkbuf: 1105 / 0.022
a21oi: 497 / 0.013
nand2: 475 / 0.0095
a221oi: 470 / 0.022
buf: 459 / 0.013
mux2i: 383 / 0.020
nor2: 354 / 0.0071
mux2: 352 / 0.021
a22oi: 325 / 0.013
o21ai: 315 / 0.0084
a222oi: 197 / 0.010
o22ai: 169 / 0.0056
or2: 129 / 0.0043
a221o: 118 / 0.0063
o221ai: 105 / 0.0049
nor3: 69 / 0.0018
o211ai: 53 / 0.0021
a31oi: 51 / 0.0017
o22a: 40 / 0.0019
a211oi: 38 / 0.0015
a22o: 35 / 0.0016
nor2b: 30 / 0.0010
mux4: 27 / 0.0032
a21o: 16 / 0.00064
o311a: 16 / 0.00085
o32ai: 15 / 0.00070
nand3: 13 / 0.00035
## stage by stage
step           instances  cell area (um2)  hold slack (ns)   util
4_1_cts            22500           213000            0.817  0.340
3_3_place_gp       21700           199000            0.823  0.318
2_1_floorplan      14200           188000            0.682      -
6_report           22600           213000            0.819  0.341
3_5_place_dp       21700           199000            0.827  0.318
5_1_grt            22600           213000            0.883  0.341
## critical path: cells and delay by family
family,cells,cell delay [ns]
buffers and inverters,7,2.74
AND-OR/OR-AND,4,2.68
AND/OR/NAND/NOR,2,0.31
## routing by layer
metal	vias up	global-route usage
li1	51800	-
met1	58700	0.246
met2	7541	0.315
met3	1710	0.176
met4	69	0.120
met5	-	0.0249
## cell families after synthesis
family | count (synthesis) | synth area share
buffers and inverters | 1572 | 0.0355
muxes | 762 | 0.0446
and+or+nand+nor | 5212 | 0.162
AOI/OAI and AO/OA | 2572 | 0.100
DFF | 4128 | 0.658
## report_power, final
| part | switching, mW | internal [mW] | total [mW] |
|---|---|---|---|
| Sequential | 0.0263 | 2.08 | 2.11 |
| Clock | 0.732 | 0.942 | 1.67 |
| Combinational | 0.267 | 0.0877 | 0.355 |
Power figures rest on the tool's default switching activity, not on a simulated workload.
