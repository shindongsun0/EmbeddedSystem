==> design/flow/design.v <==
`timescale 1 ns/1 ns
module regfile2_Operand(Data_In, Data_Out, Addr, RW, En, Clk, Rst);
	input [(5 - 1):0]Addr;
	input RW;
	input En;
	input Clk;
	input Rst;
	input [(32 - 1):0]Data_In;
	output reg [(32 - 1):0]Data_Out;
	reg [(32 - 1):0] Memory [0:(2**5-1)];
	integer Index;
	always @(posedge Clk) begin
		Data_Out <= 32'b0;
		if (Rst == 1) begin
			for(Index = 0; Index < (2**5); Index = Index + 1)
				Memory[Index] <= 32'b0;
		end
		else if (En == 1'b1 && RW == 1'b1)  
			Memory[Addr] <= Data_In;
		else if (En == 1'b1 && RW == 1'b0)  
			Data_Out <= Memory[Addr];
	end
endmodule
==> design/flow/run.sh <==
#!/bin/bash
# OpenROAD 26Q1-2900-gdf79404cd8, Yosys 0.63+post, stock flow scripts
make -C /OpenROAD-flow-scripts/flow DESIGN_CONFIG=/design/flow/config.mk WORK_HOME=/design/flow/orfs finish
==> design/flow/config.mk <==
export PLATFORM = sky130hd
export DESIGN_NAME = regfile2_Operand
export DESIGN_NICKNAME = regfile2_Operand
export VERILOG_FILES = /design/flow/design.v
export SDC_FILE = /design/flow/constraint.sdc
export NUM_CORES = 4
export LEC_CHECK = 1
export CORE_UTILIZATION = 50
==> design/flow/constraint.sdc <==
current_design regfile2_Operand

set clk_period 8.5
set clk_io_pct 0.2

create_clock -name clk0 -period $clk_period [get_ports {Clk}]

set non_clock_inputs [all_inputs -no_clocks]
set_input_delay [expr $clk_period * $clk_io_pct] -clock clk0 $non_clock_inputs
set_output_delay [expr $clk_period * $clk_io_pct] -clock clk0 [all_outputs]
==> Flow_metrics.wiki <==
=== Physical design figures ===
{| class="wikitable"
! Metric !! Value
|-
| Tool warnings || 26
|-
| Die ar. || between 90000 and 100000 um^2
|-
| Switching power of the nets || 0.002541 W
|-
| Number of I/O port buffers || about 72
|-
| Flop pwr share || ~52%
|-
| Share of cells above drive strength 1 || a little under an eighth
|-
| Sw Ratio || approximately 22%
|-
| Area fraction in mux cells || a little over a tenth
|-
| Top_reg_cell synth || edfxtp_1
|-
| Placeable core region || between 90000 and 100000 um^2
|-
| CTS Root Cell || clkbuf_16
|-
| Sum of internal, switching and leakage power || around 0.012 W
|-
| Floorplan die width || slightly above 300 um
|-
| Initial core utilization || approximately half
|-
| Overflow after GRT || 0
|-
| Synth flops || between 1000 and 1500
|-
| Worst-case hold slack || a little over 0.7 ns
|-
| Max-Slew Margin vs Limit || ~14%
|-
| Vertical die dimension || a little over 300 um
|-
| Latency at later pin || 0.68 ns
|-
| DP HPWL || roughly 74 mm
|-
| Combinational share of power || slightly above 6%
|-
| Fmax || approximately 0.21 GHz
|-
| Sequential area share after synthesis || 66.50%
|-
| Max capacitance violation total || 0
|-
| Area Growth Syn to Fin || 12.31%
|-
| Maximum number of pins on one net before global-route repair || between 80 and 90
|-
| Simple-Gate Area Share || 15.85%
|-
| Antenna viol nets, final || 0
|-
| Hold/Removal Path Class || reg2reg
|-
| Highest-count cells in the layout ignoring fill and taps || 1024 x edfxtp_1, 1024 x and2_1, 512 x mux2i_1, 256 x o22ai_1, 143 x buf_4
|-
| Setup Fix Bufs, Post-CTS || 0
|-
| Total number of clock tree sinks || 1056
|-
| Iter 0 DRT Violations || between 1500 and 2000
|-
| P_int || 0.009178 W
|-
| Leading area contributor after synthesis || edfxtp_1
|-
| Arithmetic-cell share of the synthesized area counting full adders, half adders and majority gates || 0%
|-
| Pin slew with the least headroom to its limit || 1.282 ns
|-
| Hold Buf Count CTS || 0
|-
| Hold violation total from the final report || 0
|-
| DR vias || approximately 27000
|-
| Chip area from the yosys synthesis statistics || 47200 um^2
|-
| Run status || completed
|-
| Max Buffers Root-to-Sink || 3
|-
| Number of levels the H-tree was split into || 3
|-
| Yosys stat cell total || between 3000 and 4000
|-
| Number of global-route vias before repair || roughly 27000
|-
| Drt first pass iters || 5
|-
| IO Count || 73
|-
| Count of flip-flops with a built-in enable after synthesis || 1024
|-
| Setup clock skew after layout || ~0.015 ns
|-
| Top cell area share || between 60 and 70%
|-
| Startpoint Class || input pin
|-
| Share of the clock period used by the worst path || between 50% and 60%
|-
| Total power per unit cell area || about 220 nW/um^2
|-
| Type of destination of the critical path || register
|-
| CTS tree || built
|-
| Number of placement rows || around 110
|-
| Syn Area/Cell || 14.03 um^2
|-
| WL/cell || between 20 and 30 um
|-
| Number of antenna violations at the first check in global routing || 0
|-
| Overall global routing resource usage || 29.57%
|-
| Leakage power of the design || around 20 nW
|-
| Part of the power in the clock network || roughly 42%
|-
| CP max FO || approximately 70
|-
| Vias per cell || ~5.6
|-
| Post-cts resize count || 0
|-
| Total of warnings raised by yosys || 1
|-
| Minimum period implied by the final worst setup slack || around 4.8 ns
|-
| Clock-pin transition on the worst setup and hold timing paths || ~0.06 ns
|-
| Global-route wire length before repair || approximately 180 mm
|-
| Max IR drop VDD || 0.2239 mV
|-
| Total Neg Setup Slack || 0 ns
|-
| Share of flip-flops with an asynchronous set or reset after synthesis || 0%
|-
| Detailed-route DRC error count || 0
|-
| Post-detailed-routing wire length || about 130 mm
|-
| Clock buffer count from CTS || ~110
|-
| Count of final max-slew check failures || 0
|-
| Mapped Cells || roughly 3400
|-
| Main logic family after synthesis || simple AND/OR/NAND/NOR gates
|-
| Cell area leaders || edfxtp_1 65%, and2_1 14%, mux2i_1 11%, o22ai_1 3.4%, clkbuf_1 1.6%
|-
| CP Data Arrival Time || 5.29 ns
|-
| Final setup vio count || 0
|-
| Complex-gate fraction of the synthesized area || 3.732%
|-
| Unrepaired setup endpoints after global routing || no
|-
| Crit path kind || in2reg
|-
| Area fraction in xor and xnor cells || 0%
|-
| Summed instance area of the synthesized netlist || 47200 um^2
|-
| Placer's final routability congestion estimate || between 0.8 and 0.9
|-
| Library cells used by synthesis || 35
|-
| Required time of the critical path || approximately 9 ns
|}
[final cells by class]
cell class | count | area, um^2
sequential | 1056 | 31390
antenna | 3 | 7.507
clock buffer | 145 | 3057
clock inverter | 63 | 704.4
tap | 1254 | 1569
multi-input combinational | 1984 | 14470
fill | 7178 | 40460
timing repair buffer | 216 | 1819
[cell usage after synthesis (10+ instances only)]
cell type,n
a21oi_1,32
and2_1,1024
buf_2,90
buf_6,11
clkbuf_1,207
clkbuf_2,10
dfxtp_1,32
edfxtp_1,1024
mux2i_1,512
nor2_1,18
nor2_2,11
nor4_1,64
o22ai_1,256
or2_2,32
[kinds of logic after synthesis]
logic type | Yosys count
multiplexers | 512
flip-flops | 1056
buffers and inverters | 324
AND-OR/OR-AND | 288
AND/OR/NAND/NOR | 1184
[registers in the layout (all words and copies together) (netlist names)]
| register | cells |
|---|---|
| Data_Out | 32 |
| Memory | 1024 |
[critical path, cell delays in order]
cell     delay, ns
buf_8         0.53
buf_4         0.65
buf_4         0.78
mux2i_1       0.27
o22ai_1       0.19
nor4_1        0.80
a21oi_1       0.19
[through the flow]
step / area [um^2] / setup WS (ns) / util (%) / std cells
detailed placement: 49240 / 3.012 / 52.69 / 4510
CTS: 53010 / 3.737 / 56.71 / 4718
global placement: 49240 / 3.009 / 52.69 / 4510
global route: 53010 / 3.655 / 56.71 / 4718
finish: 53010 / 3.703 / 56.72 / 4721
floorplan: 47200 / 5.059 / - / 3364
[worst paths after layout]
path,from,end,slack [ns],cells after the start
worst min register to register,Memory[9][29],Data_Out[29],0.72,4
worst max-delay path,Addr[1],Data_Out[7],3.70,7
worst min-delay path,Memory[9][29],Data_Out[29],0.72,4
worst max register to register,Memory[10][31],Data_Out[31],6.34,4
[power groups by stage]
stage,clock network [W],registers (W),logic [W]
CTS,0.00503,0.00604,0.000731
global route,0.00522,0.00607,0.000775
finish,0.00495,0.00604,0.000725
[layer usage]
metal  vias up  GRT usage [%]  routed length, um
li1      12231              -                  -
met2      1226          41.57              56480
met5         -         0.7078                 75
met1     12980          42.65              48210
met4         2          8.796               4905
met3       226          16.47              16560
Power and IR drop assume default switching activity.
